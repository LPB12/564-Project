$ cat flow/config.mk
export PLATFORM = sky130hd
export DESIGN_NAME = Datapath
export DESIGN_NICKNAME = Datapath
export VERILOG_FILES = /design/flow/design.v
export SDC_FILE = /design/flow/constraint.sdc
export NUM_CORES = 4
export LEC_CHECK = 1
export CORE_AREA = 10 10 114 114
export DIE_AREA = 0 0 124 124
$ cat flow/constraint.sdc
current_design Datapath

set clk_period 2.4
set clk_io_pct 0.2

create_clock -name clk0 -period $clk_period [get_ports {clock}]

set non_clock_inputs [all_inputs -no_clocks]
set_input_delay [expr $clk_period * $clk_io_pct] -clock clk0 $non_clock_inputs
set_output_delay [expr $clk_period * $clk_io_pct] -clock clk0 [all_outputs]
$ cat flow/design.v
module ConvoMath(
	input [15:0] w,
	input [15:0] i,   
	input dataSel,  
	output reg [15:0] result = 0  
);
	reg [8:0]r00;
	reg [8:0] r01;
	reg [8:0] r10;  
	reg [8:0] r11;
	reg [7:0] r00sign = 0; 
	reg [7:0] r01sign = 0; 
	reg [7:0] r10sign = 0;   
	reg [7:0] r11sign = 0; 
	integer j;
	always @ (w or i)
	begin
		r00 = {(i[0] ~^ w[0]) , (i[1] ~^ w[1]) , (i[2] ~^ w[2]) , (i[4] ~^ w[3]) , (i[5] ~^ w[4]) , (i[6] ~^ w[5]) , (i[8] ~^ w[6]) , (i[9] ~^ w[7]) , (i[10] ~^ w[8])};
		r01 = {(i[1] ~^ w[0]) , (i[2] ~^ w[1]) , (i[3] ~^ w[2]) , (i[5] ~^ w[3]) , (i[6] ~^ w[4]) , (i[7] ~^ w[5]) , (i[9] ~^ w[6]) , (i[10] ~^ w[7]) , (i[11] ~^ w[8])};  
		r10 = {(i[4] ~^ w[0]) , (i[5] ~^ w[1]) , (i[6] ~^ w[2]) , (i[8] ~^ w[3]) , (i[9] ~^ w[4]) , (i[10] ~^ w[5]) , (i[12] ~^ w[6]) , (i[13] ~^ w[7]) , (i[14] ~^ w[8])};
		r11 = {(i[5] ~^ w[0]) , (i[6] ~^ w[1]) , (i[7] ~^ w[2]) , (i[9] ~^ w[3]) , (i[10] ~^ w[4]) , (i[11] ~^ w[5]) , (i[13] ~^ w[6]) , (i[14] ~^ w[7]) , (i[15] ~^ w[8])};
		r00sign = 0;
		r01sign = 0;
		r10sign = 0;
		r11sign = 0;  
		result[0] = 0;
		result[1] = 0;
		result[2] = 0;
		result[3] = 0;
		if(dataSel)
		begin
			for(j=0; j<=8; j=j+1)
			begin
				if(r00[j] == 1) r00sign = r00sign + 1;
				else r00sign = r00sign;
				if(r01[j] == 1) r01sign = r01sign + 1;  
				else r01sign = r01sign;
				if(r10[j] == 1) r10sign = r10sign + 1;
				else r10sign = r10sign;
				if(r11[j] == 1) r11sign = r11sign + 1;
				else r11sign = r11sign;
			end
				if(r00sign >= 5) result[0] = 1'b1;
				else result[0] =  1'b0;
				if(r01sign >= 5) result[1] = 1'b1;   
				else result[1] =  1'b0;              
				if(r10sign >= 5) result[2] = 1'b1;
				else result[2] =  1'b0;
				if(r11sign >= 5) result[3] = 1'b1;
				else result[3] =  1'b0;
		end
	end
endmodule
module Datapath(
	input clock,
	input reset,
	input [15:0] InMat,   
	input [15:0] WMat,   
	input datap_sel,  
	output reg [15:0] RMat  
);
	wire [15:0] ResultPath;   
	reg [15:0] WMem, InMem;   
	ConvoMath Math1(
		.w(WMem),
		.i(InMem),
		.dataSel(datap_sel),   
		.result(ResultPath)
	);
	always @ (posedge clock)
	begin
		if(!reset)
		begin 
			InMem <= 0;
			WMem <= 0;   
			RMat <= 0;
		end
		else
		begin 
			if(datap_sel)
			begin
				WMem <= WMat;
				InMem <= InMat;  
				RMat <= ResultPath;
			end
			else
			begin
				WMem <= WMem;
				InMem <= InMem;   
				RMat <= ResultPath;
			end
		end
	end
endmodule
$ cat flow/run.sh
#!/bin/bash
# OpenROAD 26Q1-2900-gdf79404cd8, Yosys 0.63+post, stock flow scripts
make -C /OpenROAD-flow-scripts/flow DESIGN_CONFIG=/design/flow/config.mk WORK_HOME=/design/flow/orfs finish
==> results.toml <==
# implementation run metrics
[clocking]
htreeDepth = 2
clock_path_buffers = 2
insertion_delay_ps = 290
cts_sinks = 29
cts_root_buffer = "clkbuf_8"
clk_pin_slew_ps = 70
numCtsBuffers = 5
cts_tree = "built"

[timing]
min_period_over_period_pct = 182.4
relSlewSlack_pct = 66.18
max_freq_ghz = 0.2284
hold_viol = 0
finalSetupViolations = 4
slew_violations = 0
whs_ps = 542.3
final.setup_skew_ps = 10.32
setup_ws_ps = -1978
fin_crit_ps = 4378
tightestPinTransition_ps = 503.8
rsz0062_at_grt = "true"

[synthesis]
simple_gate_share_pct = 18.89
synth_cell_types = 61
syn_inst = 500
ys_top_logic_family = "XOR/XNOR gates"
ys_cells = 500
ys_area_um2 = 4160
synth-adder-area-share_pct = 9.624
xor_share_pct = 30.59
ys_sh_aoi_pct = 12.45
synth_seq_share_pct = 13.95
ys_warn_count = 2
ys.flops = 29
syn_area_per_cell_um2 = 8.320
mappedNetlistArea_um2 = 4160
synthMuxAreaShare_pct = 7.338
edf_count = 0
async_reset_ff_share_pct = 0
synthFlopType = "dfxtp_1"

[pwr]
pwr_density_cell_nw_per_um2 = 1280
vdd_drop_max_uv = 1013
power_switching_mw = 3.409
intPower_mw = 4.953
swShare_pct = 40.77
p_leak_nw = 2.940
seqPwrFrac_pct = 6.8
p_clk_share_pct = 6.6
combPwrFrac_pct = 86.6

[global_routing]
grt_usage_pct = 14.30
antenna_found_initial = 0
grt_pass1_vias = 4028
grt_pass1_wl_um = 18370
grt-ovfl-total = 0
grt_max_degree = 27

[layout]
fillers = 819
comb_area_um2 = 3827
syn_to_final_growth_pct = 57.08
fin_cells = 835
layout_top_cell = "buf_4"
stdcell_area_um2 = 6535
most-common-layout-cells = "buf_4 (174), xnor2_1 (52), nand2_1 (41)"
drive_above_1_share_pct = 39.77
regArea_um2 = 594.3

[run]
maxCapViolCount = 0
warning_count = 39

[floorplanning]
fp-utilization_pct = 39.94
dieWidth_um = 124
dieHeight_um = 124
die-area_um2 = 15380
num_rows = 37
coreArea_um2 = 10420
pin_count = 51

[critical_path]
path_max_fanout = 3
reg2reg_depth = 26
crit_path_end_kind = "register"
cpPeakStageDelay_ps = 360
critPathSlowestCell = "or3_1"
crit_path_frequent_cell = "buf_4"
cp.required_ps = 2550
criticalPathCategory = "reg2reg"
startpoint_type = "register"
worstPathArrival_ps = 4530

[placement]
place_congestion = 0.8949
portBuffers = 31
dp_hpwl_um = 8333
place_area_um2 = 5946
dpl.cell_count = 801

[worst_hold_path]
min_path_cells = 2
hold_class = "reg2reg"

[drt]
drc = 0
vias_per_cell = 4.740
dr.pass1.iters = 4
via_count = 3958
antenna_cells = 0
avgRoutedWirePerCell_um = 12.66
drtIter0Drc = 121
ant_nets = 0
routed_wl_um = 10570

[status]
status = "complete, but fails checks"
violations = "setup timing"
## layer usage
metal	share of wire, %	track usage (%)	up-vias
met5	0	0	-
met4	0.32	0.6475	0
met3	4.3	2.020	4
met2	46	24.07	64
met1	50	20.18	1786
li1	-	-	2104
## cells by family after synthesis
kind of cell / after synthesis
AOI/OAI and AO/OA: 77
xor gates and xnor gates: 118
adders and majority gates: 32
buffers and inverters: 57
DFF: 29
muxes: 30
other: 1
and+or+nand+nor: 156
## synthesized netlist by cell type, types with 15 or more instances
| library cell | count | area share (%) |
|---|---|---|
| mux2i_1 | 26 | 6.3 |
| nor2_1 | 23 | 2.1 |
| dfxtp_1 | 29 | 14 |
| inv_1 | 24 | 2.2 |
| buf_4 | 15 | 2.7 |
| ha_1 | 32 | 9.6 |
| nor2b_1 | 29 | 4.4 |
| nand2_1 | 46 | 4.2 |
| xor2_1 | 38 | 8.0 |
| o21ai_0 | 20 | 2.4 |
| xnor2_1 | 63 | 13 |
| a21oi_1 | 15 | 1.8 |
## registers in the layout (all words and copies together) (netlist names)
name and flops:
InMem 16, WMem 9, RMat 4
## area by class of cell
type | count | area share, %
clock inverters | 2 | 0.5744
flip-flops and latches | 29 | 9.094
inverters | 24 | 1.379
repair buffers | 213 | 26.52
multi-input cells | 425 | 58.57
clock buffers | 6 | 1.264
well taps | 136 | 2.604
## timing repair
action                     in CTS  in global routing
setup endpoints to repair       4                  4
setup buffers                  20                  7
gates cloned                    0                  0
pin swaps                      14                 20
hold buffers                    0                  0
resized                        44                 18
## power groups by stage
stage | Combinational, mW | Clock [mW] | Sequential, mW
after CTS | 6.92 | 0.565 | 0.570
after global routing | 8.01 | 0.587 | 0.574
final | 7.24 | 0.554 | 0.568
## metrics by stage
stage / worst slack [ps] / utilization, % / power (mW) / TNS (ps)
detailed placement: -2024 / 57.08 / 6.764 / -7937
finish: -1978 / 62.74 / 8.363 / -7396
floorplan: -1844 / - / 4.716 / -7158
global route: -2144 / 62.74 / 9.176 / -8290
CTS: -1874 / 61.54 / 8.052 / -7273
global placement: -1951 / 57.08 / 6.626 / -7718
## worst max-delay path, delay by kind of cell, from the launching register on
kind / cells / cell delay [ps]
xor+xnor: 4 / 710
buf+inv: 14 / 1650
fa+ha+maj: 2 / 610
simple gates: 4 / 630
flops: 1 / 350
compound gates: 2 / 310
## final timing paths
path / slack [ps] / to / startpoint
max: -1980 / RMat[0]$_SDFF_PN0_ / WMem[8]$_SDFFE_PN0P_
min: 540 / InMem[0]$_SDFFE_PN0P_ / InMem[0]$_SDFFE_PN0P_
max reg2reg: -1980 / RMat[0]$_SDFF_PN0_ / WMem[8]$_SDFFE_PN0P_
min reg2reg: 540 / InMem[0]$_SDFFE_PN0P_ / InMem[0]$_SDFFE_PN0P_
Power and IR drop assume default switching activity.
