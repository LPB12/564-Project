==> design/flow/design.v <==
module control(
	input go,
	input rst,
	input clock,
	output reg [11:0] write_addr,
	output reg write_en,
	output reg [11:0] read_addr_w,    
	output reg [11:0] read_addr_i,
	output reg busy, 
	output reg datapath_sel
);
	parameter [1:0]  
	S0 = 2'b00,
	S1 = 2'b01,    
	S2 = 2'b10,
	S3 = 2'b11;
	reg [1:0] c_state;
	reg [1:0] n_state;   
	reg write_flg;
	always @(posedge clock)
	begin
		write_addr = 0;
		read_addr_w = 0;
		read_addr_i = 0;
		if(!rst) c_state <= S0;
		else c_state <= n_state;    
		if(write_flg) write_en <= 1;  
		else write_en <= 0;
	end
	always @(c_state or go)
	begin
	   case(c_state)
	    S0: begin
				busy = 0;
				datapath_sel = 0; 
				write_flg = 0;
				if(go) n_state = S1;   
				else n_state = S0;
	        end
	    S1: begin
				busy = 1;
				datapath_sel = 0;   
				write_flg = 0;
				n_state = S2;
			end
        S2: begin
				busy = 1;
				datapath_sel = 1;  
				write_flg = 0;
				n_state = S3;
			end
	    S3: begin
				write_flg = 1;
				busy = 1;
				datapath_sel = 0;  
				n_state = S0;
			end
	    default: n_state = S0;
	   endcase	 
	end
endmodule
==> design/flow/run.sh <==
#!/bin/bash
# OpenROAD 26Q1-2900-gdf79404cd8, Yosys 0.63+post, stock flow scripts
make -C /OpenROAD-flow-scripts/flow DESIGN_CONFIG=/design/flow/config.mk WORK_HOME=/design/flow/orfs finish
==> design/flow/config.mk <==
export PLATFORM = sky130hd
export DESIGN_NAME = control
export DESIGN_NICKNAME = control
export VERILOG_FILES = /design/flow/design.v
export SDC_FILE = /design/flow/constraint.sdc
export NUM_CORES = 4
export LEC_CHECK = 1
export CORE_AREA = 10 10 70 70
export DIE_AREA = 0 0 80 80
==> design/flow/constraint.sdc <==
current_design control

set clk_period 1.6
set clk_io_pct 0.2

create_clock -name clk0 -period $clk_period [get_ports {clock}]

set non_clock_inputs [all_inputs -no_clocks]
set_input_delay [expr $clk_period * $clk_io_pct] -clock clk0 $non_clock_inputs
set_output_delay [expr $clk_period * $clk_io_pct] -clock clk0 [all_outputs]
==> results.txt <==
yosys + openroad results -> status finished clean, Synth Seq Share around a quarter, most numerous cell in the Yosys netlist buf_4, ratio of cells with drive above 1 in the final layout 8.77%, Die Wd roughly 80 microns, area share of the largest cell type after synthesis about 65%, Synth cell types 9, CTS sink cnt 5, first-pass GRT wire length between 1 and 1.5 mm, drt first pass iters 2, CP Class register to output port, fin util roughly an eighth, DP HPWL between 600 and 700 microns, post-route setup TNS 0 ns, Final Critical Period ~1.5 ns, Max Fclk approximately 650 MHz, logic area between 150 and 200 sq um, CORE AREA 0.00342 sq mm, postcts setup bufs 0, R2R cell count 1, TritonCTS Buffers 3, total wire length 747 microns, vias in the first global route around 270, CP bufs+invs 1, cell count after synthesis 49, period utilization a little over nine tenths, largest net degree at the start of global routing 5, Area after DPL a little under 400 sq um, cell type with the largest total area buf_4, CP Max Fanout 4, vias 207, ys async rst share 0%, Top delay family on crit path buffers and inverters, die height 80 microns, synthesis-stage register bit count 5, residual DRC count 0, Max Buffers Root-to-Sink 2, Final Max Tran Viols 0, number of max-cap violations 0, IO buf count 5, Post-synth EDFFs 0, routability-driven placement congestion ratio 0.648, FP Util roughly an eighth, Clock Skew 0.000563 ns, final instance area 418 sq um, OpenROAD warnings 25, required time of the critical path between 1 and 1.5 ns, clock slew at reported path FFs 0.04 ns, GRT Total Usage 1.76%, unrepaired setup endpoints after global routing false, depth of the worst hold-timing path 0, top cells by count buf_4 (36), dfxtp_1 (5), and2_1 (2), Antenna diodes 0, H-Tree Depth 1, syn avg cell area between 8 and 9 sq um, tally of filler cells in the layout just over 400, cell count in the Yosys report about 49, Post-synth top flop dfxtp_1, Chip Area 0.00640 sq mm, Overflow after GRT 0, Yosys chip area roughly 420 sq um, pwr dens roughly 720 mW/mm^2, Worst IR Drop VDD approximately 0.00013 V, CTS tree done, routed len/inst around 7.3 microns, slowest CP cell clkdlybuf4s50_1, top cells by area buf_4 (65%), dfxtp_1 (24%), and2_1 (3.0%), initial antenna violation count 0, Worst setup EP type output port, Final Hold Violation Tally 0, clock latency on the worst-skew pair 0.23 ns, # setup viols final 0, Iter 0 DRT Violations 3, Leakage around 0.22 nW, Final ANT Viol Nets 0, crit path cell chain nor3_2 > clkdlybuf4s50_1, Sequential Area between 100 and 150 sq um, Post-CTS Hold Fix Bufs 0, critical path depth 2, Clock Tree Root clkbuf_4, Tot Pwr roughly 0.3 mW, CP max stage delay 0.48 ns, FP Rows 21, HP Class register to register, Synth-to-Final Area Change 0%, Synth Cell Area between 400 and 500 sq um, vias per inst ~2, Worst Path Arrival about 1.2 ns, synth warn 1, IO Pins ~42, Setup crit start kind register
-- metal layers --
| metal | up-vias | global-route usage (%) | wire length (microns) |
|---|---|---|---|
| li1 | 95 | - | - |
| met1 | 91 | 2.13 | 320 |
| met2 | 21 | 3.13 | 386 |
| met3 | 0 | 0 | 40 |
| met4 | 0 | 0.880 | 0 |
| met5 | - | 0 | 0 |
-- cells by family after synthesis --
kind of cell	synth area share (%)
and+or+nand+nor	10.5
DFF	24.0
buffers and inverters	64.7
other	0.897
-- layout make-up --
type                    count  share of cell area, %
well taps                  46                   13.8
flip-flops and latches      5                   24.3
multi-input cells          43                   44.0
repair buffers              5                   11.7
clock buffers               4                   6.29
-- registers in the layout, summed over array words and instances (netlist names) --
register  flops
c_state       4
write_en      1
-- repair_timing --
action | CTS | global route
pin swaps | 0 | 0
resized | 2 | 1
setup endpoints to repair | 1 | 1
-- worst paths after layout --
check / to / slack, ns / from
max reg2reg: c_state[2] / 1.01 / c_state[0]
min reg2reg: write_en / 0.38 / c_state[3]
max: datapath_sel / 0.07 / c_state[3]
min: write_en / 0.38 / c_state[3]
-- report_power, final --
group / total (mW) / switching (mW) / internal, mW
Combinational: 0.0251 / 0.00997 / 0.0152
Sequential: 0.135 / 0.00397 / 0.131
Clock: 0.140 / 0.0463 / 0.0939
Total: 0.300 / 0.0602 / 0.240
-- per-stage QoR --
stage | std cells | worst slack [ns] | hold slack, ns
2_1_floorplan | 84 | 0.662 | 0.355
3_3_place_gp | 99 | 0.174 | 0.376
3_5_place_dp | 99 | 0.172 | 0.378
4_1_cts | 103 | 0.0155 | 0.371
5_1_grt | 103 | 0.0307 | 0.379
6_report | 103 | 0.0704 | 0.380
-- cell usage in the layout (no fill, tap or decap) --
master,n
dfxtp_2,1
dfxtp_1,4
nor3_2,1
or3_1,1
and2_1,2
clkdlybuf4s50_1,4
and3_1,1
dlygate4sd2_1,1
clkbuf_1,1
conb_1,36
nand3b_1,1
clkbuf_4,3
nand2b_1,1
Power figures rest on the tool's default switching activity, not on a simulated workload.
